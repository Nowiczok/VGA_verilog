===== constraint.sdc =====
current_design top

set clk_period 7.0
set clk_io_pct 0.2

create_clock -name clk0 -period $clk_period [get_ports {CLK}]

set non_clock_inputs [all_inputs -no_clocks]
set_input_delay [expr $clk_period * $clk_io_pct] -clock clk0 $non_clock_inputs
set_output_delay [expr $clk_period * $clk_io_pct] -clock clk0 [all_outputs]

===== config.mk =====
export PLATFORM = sky130hd
export DESIGN_NAME = top
export DESIGN_NICKNAME = top
export VERILOG_FILES = /design/flow/design.v
export SDC_FILE = /design/flow/constraint.sdc
export NUM_CORES = 4
export LEC_CHECK = 1
export CORE_UTILIZATION = 40
export SYNTH_HDL_FRONTEND = slang

===== design.v =====
module VGA_mod
	(
	input CLK,
	input CE,
	input[7:0] PIXEL,
	input RESET,
	output HSYNC,
	output VSYNC,
	output[7:0] COLOR,
	output PIXEL_EN
	);
	wire BLANKING_V;
	wire OVERFLOW_V;
	wire BLANKING_H;
	wire OVERFLOW_H;
	localparam display_h = 266;
	localparam front_porch_h = 8;
	localparam sync_pulse_h = 24;
	localparam back_porch_h = 42;
	localparam display_v = 600;
	localparam front_porch_v = 1;
	localparam sync_pulse_v = 2;
	localparam back_porch_v = 22;
	assign COLOR = (BLANKING_V == 0 && BLANKING_H == 0) ? PIXEL : 0;	
	assign PIXEL_EN = !(BLANKING_V == 1 || BLANKING_H == 1);
	sync_generator #(.display(display_h), .front_porch(front_porch_h), .sync_pulse(sync_pulse_h), .back_porch(back_porch_h)) 
	HSYNC_GEN(.CLK(CLK), .CE(CE), .RESET(RESET), .SIG(HSYNC), .BLANKING(BLANKING_H), .OVERFLOW(OVERFLOW_H));
	sync_generator #(.display(display_v), .front_porch(front_porch_v), .sync_pulse(sync_pulse_v), .back_porch(back_porch_v)) 
	VSYNC_GEN(.CLK(CLK), .CE(OVERFLOW_H), .RESET(RESET), .SIG(VSYNC), .BLANKING(BLANKING_V), .OVERFLOW(OVERFLOW_V));
endmodule
module image_storage_mk2
	#(
	parameter real_pixels = 0,
	parameter real_lines = 0,
	parameter reduced_pixels = 0,
	parameter reduced_lines = 0,
	parameter pixel_rep = 0,
	parameter line_rep = 0   
	)
	(
	input CLK,
	input CE,
	input RESET,
	output[7:0] COLOR
	);
	integer line_rep_count = 0;
	integer pixel_rep_count = 0;
	integer curr_line = 0;
	integer curr_pixel = 0;
	wire[18:0] image_mem[0:9];
	assign image_mem[0] = 19'b1111000001000000000;
	assign image_mem[1] = 19'b1111000001000000000;
	assign image_mem[2] = 19'b1111000001000000000;
	assign image_mem[3] = 19'b1111000001000000000;
	assign image_mem[4] = 19'b1111000001000000000;
	assign image_mem[5] = 19'b0000000000000001111;
	assign image_mem[6] = 19'b0000000000000001111;
	assign image_mem[7] = 19'b1111111111111111010;
	assign image_mem[8] = 19'b0000000000000001111;
	assign image_mem[9] = 19'b0000000000000001111;
	always @ (posedge CLK) 
	begin
		if(RESET == 1)
		begin
			line_rep_count <= 0;
			curr_line <= 0;
		end else
		begin
			if(CE == 1)
			begin
				if(line_rep_count < (line_rep * real_pixels - 1))
				begin
					line_rep_count <= line_rep_count + 1;	
				end else
				begin
					line_rep_count <= 0;
					curr_line <= curr_line + 1;
					if(curr_line == (reduced_lines - 1))
					begin
						curr_line <= 0;	
					end
				end
			end
		end	
	end
	always @ (posedge CLK)
	begin
		if(RESET == 1)
		begin
			pixel_rep_count <= 0;
			curr_pixel <= 0;
		end else
		begin
			if(CE == 1)
			begin
				if(pixel_rep_count < (pixel_rep - 1))
				begin
					pixel_rep_count <= pixel_rep_count + 1;
				end	else
				begin
					pixel_rep_count <= 0;
					curr_pixel <= curr_pixel + 1;
					if(curr_pixel == (reduced_pixels - 1))
					begin
						curr_pixel <= 0;
					end
				end
			end
		end
	end 
	assign COLOR = (image_mem[curr_line][curr_pixel]) ? 8'b11100000	: 8'b00011001;
endmodule
module sync_generator
	#(
	parameter display = 0,
	parameter front_porch = 0,
	parameter sync_pulse = 0,
	parameter back_porch = 0
	)
	(
	input CLK, 
	input CE, 
	input RESET, 
	output SIG, 
	output BLANKING, 
	output OVERFLOW
	);
	integer counter = 0;
	assign SIG = (counter < (display + front_porch)) || (counter >= (display + front_porch + sync_pulse));
	assign BLANKING = (counter >= display);
	assign OVERFLOW = (counter == (display + front_porch + sync_pulse + back_porch));
	always @ (posedge CLK) 
	begin
		if(CE == 1) 
		begin
			if(RESET == 1) 
			begin
				counter <= 0;
			end else 
			begin
				if(counter < display + front_porch + sync_pulse + back_porch) 
				begin
					counter <= counter + 1;	
				end else 
				begin
					counter <= 0;
				end
			end
		end
	end
endmodule
module top
	(
	input CLK,
	output HSYNC,
	output VSYNC,
	output [7:0] COLOR
	);
	wire[7:0] PIXEL;
	wire PIXEL_EN;
	VGA_mod vga(.CLK(CLK), .CE(1), .PIXEL(PIXEL), .RESET(0), .HSYNC(HSYNC), .VSYNC(VSYNC), .COLOR(COLOR), .PIXEL_EN(PIXEL_EN));
	image_storage_mk2 #(.real_pixels(266), .real_lines(600), .reduced_pixels(19), .reduced_lines(10), .pixel_rep(14), .line_rep(60)) 
	image(.CLK(CLK), .CE(PIXEL_EN), .RESET(0), .COLOR(PIXEL));
endmodule

===== run.sh =====
#!/bin/bash
# OpenROAD 26Q1-2900-gdf79404cd8, Yosys 0.63+post, stock flow scripts
make -C /OpenROAD-flow-scripts/flow DESIGN_CONFIG=/design/flow/config.mk WORK_HOME=/design/flow/orfs finish

==> reports/results.md <==
| Parameter | Value |
| --- | --- |
| Status | completed |
| Post-synth regs | 192 |
| Critical Path, Cell by Cell | or2_2 -> or4_1 -> a211oi_1 -> o22ai_1 -> a211oi_1 -> clkdlybuf4s50_1 |
| Routability-driven placement congestion ratio | 0.877 |
| Slowest library cell on the worst path | clkdlybuf4s50_1 |
| Top-area cell share | 0.463 |
| Synth top area cells | edfxtp_1 46%, xnor2_1 7.8%, xor2_1 6.8% |
| Layout overhead on the synthesized area | 9.78% |
| Cell count after placement | 1328 |
| Core Box Area | 25300 um2 |
| Yosys Instances | 1011 |
| Largest logic family | simple AND/OR/NAND/NOR gates |
| Crit path from | vga.HSYNC_GEN.counter[7]$_SDFF_PN0_ |
| Number of max-cap violations | 0 |
| Setup clock skew after layout | 0.0183 ns |
| PnR Total Power | 2.16 mW |
| Gate Count Post-Synth | 1011 |
| Total Negative Setup Slacks | 0 ns |
| Average size of a mapped cell | 10.3 um2 |
| Clock period minus worst slack | 4.48 ns |
| Maximum level of the CTS H-tree | 4 |
| Met3 demand-to-capacity share in global routing | 0.0305 |
| Sequential share of the synthesized area | 0.524 |
| Count of input and output buffers | 8 |
| Grt met1 use | 0.249 |
| Arrival time at the worst endpoint | 3.08 ns |
| Vertical die dimension | 163 um |
| Initial antenna violation count | 0 |
| Final critical-path share of the clock period | 0.640 |
| Critical path peak fanout | 8 |
| Worst-case headroom to the max-slew limit | 0.436 |
| Vias | 7153 |
| Number of nets with antenna violations after detailed routing | 0 |
| Post-CTS resize count | 0 |
| Post-synth top area cell | edfxtp_1 |
| Startpoint of the tightest hold check path | vga.HSYNC_GEN.counter[0]$_SDFF_PN0_ |
| Ant. Diodes | 0 |
| Reg-to-reg startpoint | vga.HSYNC_GEN.counter[7]$_SDFF_PN0_ |
| First-pass iteration count of the detailed router | 5 |
| Boundary Pins | 11 |
| Clock-pin slew reported for the worst setup and hold paths after clock tree synthesis | 0.07 ns |
| Overall track demand over capacity in global routing | 0.151 |
| Hold violation count in the final report | 0 |
| Die X | 163 um |
| Initial detailed-routing violation count | 508 |
| Fmax achieved | 223 MHz |
| FF-to-FF path depth | 6 |
| Fraction of the core area covered by cells at the end of the flow | 0.450 |
| Yosys stat chip area | 10400 um2 |
| Compound-Gate Fraction of Synth Area | 0.0219 |
| Area fraction in xor and xnor cells | 0.147 |
| Power Dens Cells | 189 nW/um2 |
| Top delay family on crit path | AND-OR/OR-AND gates |
| Area used by multi-input combinational logic | 4700 um2 |
| Routed wire length | 18.5 mm |
| Most instantiated flip-flop cell in the synthesis netlist | edfxtp_1 |
| Number of buffers on the longest clock path | 2 |
| Adder Area Share | 0.0169 |
| Data required time at the worst endpoint | 5.60 ns |
| Worst setup path category | reg -> out |
| Nature of the critical path startpoint | flip-flop |
| Capture point of the worst reg-to-reg path | image.line_rep_count[23]$_SDFFCE_PN0N_ |
| Type of destination of the critical path | output port |
| Hold Crit Class | reg -> reg |
| Number of buffers added by the clock tree synthesis step | 17 |
| Core utilization before placement | 0.410 |
| Crit path buf inv count | 1 |
| Mux frac, synth | 0.00193 |
| Final tally of setup violations | 0 |
| Static leakage | 4.17 nW |
| Pin count of the biggest net entering global routing | 65 |
| Cells on Worst Hold Path | 1 |
| Fraction of met2 tracks used by global routing | 0.224 |
| DPL Wire Length | 11.9 mm |
| Fill cell instance count of the final layout | 2277 |
| Max-slew violation total from the final report | 0 |
| Row cnt | 58 |
| Area used by sequential logic in the layout | 5450 um2 |
| RSZ-0062 raised after global routing | false |
| Capture endpoint of the worst hold path | vga.HSYNC_GEN.counter[0]$_SDFF_PN0_ |
| Busiest metal layer after global routing | met1 |
| Cell seen most often among critical-path stages | a211oi_1 |
| Global-route wire length before repair | 31.8 mm |
| Share of synthesized registers carrying an async set or reset | 0 |
| Clock sink total | 192 |
| Share of final-layout standard cells stronger than drive strength 1 | 0.0689 |
| Post-synthesis cell area | 10400 um2 |
| Via density per instance | 5.26 |
| Flip-flops with a built-in enable | 160 |
| Delay of the slowest cell on the worst path | 0.52 ns |
| Hold buffer count at CTS | 0 |
| Count of tool warnings | 33 |
| Clock tree root driver cell | clkbuf_16 |
| Number of warnings issued by yosys | 0 |
| Number of global-route vias before repair | 6742 |
| Total die area | 26600 um2 |
| Layout Cells excl Fill | 1360 |
| Count of different cell masters after synthesis | 51 |
| Setup bufs post-CTS | 0 |
| Slew at the pin with the worst max-slew slack | 0.846 ns |
| Leftover overflow at the end of global routing | 0 |
| Worst VDD drop | 0.000146 V |
| And+or+nand+nor area frac | 0.262 |
| Register-to-register setup slack | 4.01 ns |
| Detailed-route wire length per cell | 13.6 um |
| Clock latency (worst-skew pair) | 0.44 ns |
| Instance count on the critical path | 6 |
| Remaining design rule violation count | 0 |
| CTS tree | yes |
flip-flops by register name, summed over array words and instances (netlist names):
register and count:
image.curr_line 32, image.curr_pixel 32, image.line_rep_count 32, image.pixel_rep_count 32, vga.HSYNC_GEN.counter 32, vga.VSYNC_GEN.counter 32
metal layers:
layer / part of all wire / vias up
met5: 0 / -
met4: 0.0096 / 0
met3: 0.034 / 15
met2: 0.44 / 113
met1: 0.52 / 3382
li1: - / 3643
per-stage QoR:
step | hold WS (ns) | worst slack, ns | instance area, um2
2_1_floorplan | 0.441 | 2.37 | 10400
3_3_place_gp | 0.465 | 3.00 | 10800
3_5_place_dp | 0.474 | 2.96 | 10800
4_1_cts | 0.491 | 2.47 | 11400
5_1_grt | 0.514 | 2.30 | 11400
6_report | 0.483 | 2.52 | 11400
cell usage after synthesis, types with 4 or more instances:
cell type and number:
and2_1 6, xnor2_1 93, nor4b_1 5, a21oi_1 8, or4_1 4, nand3_1 77
buf_2 6, nor3_1 27, inv_1 24, nor2_1 174, clkbuf_1 22, nand4_1 52
dfxtp_1 32, and3_1 26, edfxtp_1 160, or2_2 4, or3_1 5, nor4_1 44
xor2_1 81, and4_1 12, buf_4 7, nand2_1 77, nor2b_1 7, ha_1 14
kinds of logic after synthesis:
kind of cell	after synthesis
AND/OR/NAND/NOR	535
flip-flops	192
XOR/XNOR	174
buffers and inverters	61
AND-OR/OR-AND	32
adder cells (fa/ha/maj)	14
multiplexers	2
other	1
how the worst max path moves through the flow:
| stage | endpoint | slack [ns] |
|---|---|---|
| 4_1_cts | COLOR[6] | 2.47 |
| 5_1_grt | COLOR[7] | 2.30 |
| 6_report | COLOR[7] | 2.52 |
area by class of cell:
class | instances | area share
Sequential cell | 192 | 0.478
Clock buffer | 17 | 0.0373
Inverter | 24 | 0.00790
Clock inverter | 15 | 0.0120
Timing Repair Buffer | 23 | 0.0169
Tap cell | 330 | 0.0362
Multi-Input combinational cell | 759 | 0.412
placed cells by master (no fill, tap or decap), types with 3 or more instances in the layout:
| master | count |
|---|---|
| clkbuf_16 | 17 |
| clkinvlp_4 | 3 |
| and2_1 | 6 |
| buf_4 | 15 |
| nor3_2 | 3 |
| a21oi_1 | 6 |
| or3_1 | 5 |
| nor2_1 | 173 |
| nor2b_1 | 7 |
| nor3_1 | 25 |
| nand3_1 | 77 |
| o21ai_0 | 3 |
| ha_1 | 14 |
| nor4b_1 | 5 |
| inv_8 | 5 |
| xnor2_1 | 93 |
| edfxtp_1 | 160 |
| nand4_1 | 52 |
| and3_1 | 26 |
| and4_1 | 12 |
| nor4_4 | 3 |
| o21a_1 | 3 |
| nand2_1 | 77 |
| nor2_2 | 4 |
| inv_6 | 5 |
| or4_1 | 4 |
| clkdlybuf4s50_1 | 8 |
| inv_1 | 23 |
| nor4_1 | 44 |
| or2_2 | 4 |
| xor2_1 | 81 |
| dfxtp_1 | 32 |
| a211oi_1 | 3 |
power by group:
part,switching (mW),leakage [nW],internal [mW]
Sequential,0,2.12,1.22
Combinational,0.0000122,1.78,0
Clock,0.467,0.271,0.473
Power is estimated from default activity; no workload was simulated.
